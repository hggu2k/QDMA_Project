--- constraint.sdc ---
current_design qdma_continuous_transfer

set clk_period 2.3
set clk_io_pct 0.2

create_clock -name clk0 -period $clk_period [get_ports {clk}]

set non_clock_inputs [all_inputs -no_clocks]
set_input_delay [expr $clk_period * $clk_io_pct] -clock clk0 $non_clock_inputs
set_output_delay [expr $clk_period * $clk_io_pct] -clock clk0 [all_outputs]
--- run.sh ---
#!/bin/bash
# OpenROAD 26Q1-2900-gdf79404cd8, Yosys 0.63+post, stock flow scripts
make -C /OpenROAD-flow-scripts/flow DESIGN_CONFIG=/design/flow/config.mk WORK_HOME=/design/flow/orfs finish
--- design.v ---
module qdma_continuous_transfer (
    input wire clk,                            
    input wire rst,                            
    input wire drq,                 
    output reg hrq,                 
    input wire start_transfer,      
    output reg dack,                
    input [1:0] transfer_type,      
    input [2:0] src_module,         
    input [2:0] dest_module,        
    input [4:0] src_address,        
    input [4:0] dest_address,       
    output reg transfer_done        
);
reg [7:0] memory0 [0:31];
reg [7:0] memory1 [0:31];
reg [7:0] memory2 [0:31];
reg [7:0] memory3 [0:31];
reg [7:0] memory4 [0:31];
reg [7:0] memory5 [0:31];
reg [7:0] memory6 [0:31];
reg [7:0] memory7 [0:31];
reg [7:0] peripheral0 [0:31];
reg [7:0] peripheral1 [0:31];
reg [7:0] peripheral2 [0:31];
reg [7:0] peripheral3 [0:31];
reg [7:0] peripheral4 [0:31];
reg [7:0] peripheral5 [0:31];
reg [7:0] peripheral6 [0:31];
reg [7:0] peripheral7 [0:31];
parameter DELAY_CYCLES = 2;    
parameter FIFO_DEPTH = 8;      
reg [7:0] fifo [0:FIFO_DEPTH-1];
reg [3:0] fifo_wr_ptr, fifo_rd_ptr;
reg [3:0] fifo_count;
reg [4:0] src_addr, dest_addr;           
reg [2:0] state;                         
reg [1:0] delay_cycles_counter;          
parameter DMA_REQ = 3'b000, IDLE = 3'b001, READ = 3'b010, TRANSFER = 3'b011, DELAY = 3'b100, DONE = 3'b101;
initial begin
    fifo_wr_ptr = 0;
    fifo_rd_ptr = 0;
    fifo_count = 0;
    src_addr = 0;
    dest_addr = 0;
    state = DMA_REQ;
    delay_cycles_counter = 0;
    transfer_done = 0;
end
always @(posedge clk) begin
    if (rst) begin
        state <= DMA_REQ;
        src_addr <= 0;
        dest_addr <= 0;
        delay_cycles_counter <= 0;
        fifo_wr_ptr <= 0;
        fifo_rd_ptr <= 0;
        fifo_count <= 0;
        transfer_done <= 0;
    end else begin
        case(state)
            DMA_REQ: begin
                if (drq == 1'b1) begin
                        hrq <= 1'b1;
                        state <= IDLE;
                    end
                else begin
                    hrq <= 1'b0;
                end
            end
            IDLE: begin
                if (start_transfer) begin
                    dack <= 1'b1;
                    src_addr <= src_address;
                    dest_addr <= dest_address;
                    state <= READ;
                end
                else begin
                    dack <= 1'b0;
                end
            end
            READ: begin
                if(dack == 1'b1) begin
                    if (transfer_type == 2'b00) begin
                        case (src_module)
                            3'b000 : fifo[fifo_wr_ptr] <= memory0[src_addr]; 
                            3'b001 : fifo[fifo_wr_ptr] <= memory1[src_addr]; 
                            3'b010 : fifo[fifo_wr_ptr] <= memory2[src_addr]; 
                            3'b011 : fifo[fifo_wr_ptr] <= memory3[src_addr]; 
                            3'b100 : fifo[fifo_wr_ptr] <= memory4[src_addr]; 
                            3'b101 : fifo[fifo_wr_ptr] <= memory5[src_addr]; 
                            3'b110 : fifo[fifo_wr_ptr] <= memory6[src_addr]; 
                            3'b111 : fifo[fifo_wr_ptr] <= memory7[src_addr]; 
                        endcase
                    end else begin
                        case (src_module)
                            3'b000 : fifo[fifo_wr_ptr] <= peripheral0[src_addr]; 
                            3'b001 : fifo[fifo_wr_ptr] <= peripheral1[src_addr]; 
                            3'b010 : fifo[fifo_wr_ptr] <= peripheral2[src_addr]; 
                            3'b011 : fifo[fifo_wr_ptr] <= peripheral3[src_addr]; 
                            3'b100 : fifo[fifo_wr_ptr] <= peripheral4[src_addr]; 
                            3'b101 : fifo[fifo_wr_ptr] <= peripheral5[src_addr]; 
                            3'b110 : fifo[fifo_wr_ptr] <= peripheral6[src_addr]; 
                            3'b111 : fifo[fifo_wr_ptr] <= peripheral7[src_addr]; 
                        endcase
                    end
                end
                if (fifo_wr_ptr == FIFO_DEPTH - 1)    
                        fifo_wr_ptr <= 0;             
                    else
                        fifo_wr_ptr <= fifo_wr_ptr + 1;  
                fifo_count <= fifo_count + 1;    
                state <= TRANSFER;
            end
            TRANSFER: begin
                if (fifo_count > 0) begin
                        case (dest_module)
                            3'b000 : memory0[dest_addr] <= fifo[fifo_rd_ptr]; 
                            3'b001 : memory1[dest_addr] <= fifo[fifo_rd_ptr]; 
                            3'b010 : memory2[dest_addr] <= fifo[fifo_rd_ptr];
                            3'b011 : memory3[dest_addr] <= fifo[fifo_rd_ptr]; 
                            3'b100 : memory4[dest_addr] <= fifo[fifo_rd_ptr]; 
                            3'b101 : memory5[dest_addr] <= fifo[fifo_rd_ptr]; 
                            3'b110 : memory6[dest_addr] <= fifo[fifo_rd_ptr]; 
                            3'b111 : memory7[dest_addr] <= fifo[fifo_rd_ptr]; 
                        endcase
                    if (fifo_rd_ptr == FIFO_DEPTH - 1)     
                        fifo_rd_ptr <= 0;                 
                    else 
                        fifo_rd_ptr <= fifo_rd_ptr + 1;   
                    fifo_count <= fifo_count - 1;     
                    src_addr <= src_addr + 1;
                    dest_addr <= dest_addr + 1;
                    state <= DELAY;
                end else begin
                    state <= IDLE;
                end
            end
            DELAY: begin
                if (delay_cycles_counter < DELAY_CYCLES) begin
                    delay_cycles_counter <= delay_cycles_counter + 1;
                    state <= DELAY;
                end else begin
                    delay_cycles_counter <= 0;
                    state <= DONE;
                end
            end
            DONE: begin
                transfer_done <= 1'b1;
                state <= DONE;
            end
            default: state <= DMA_REQ;
        endcase
    end
end
endmodule
--- config.mk ---
export PLATFORM = sky130hd
export DESIGN_NAME = qdma_continuous_transfer
export DESIGN_NICKNAME = qdma_continuous_transfer
export VERILOG_FILES = /design/flow/design.v
export SDC_FILE = /design/flow/constraint.sdc
export NUM_CORES = 4
export LEC_CHECK = 1
export CORE_AREA = 10 10 74 74
export DIE_AREA = 0 0 84 84
==> qor.txt <==
status - complete, no violations
Dominant cell area share - 33.6%
R2R cell count - 8
ant diodes - 0
residual DRC count - 0
vias in the first global route - 431
sequential power share - 44.7%
CTS H-tree lvls - 1
power per cell area - 715 mW/mm²
share of cells above drive strength 1 - 12.0%
Initial DRT Pass Iterations - 4
design internal power - 396 µW
Synthesized registers - 12
die height - 84 µm
busiest grt layer - met1
Clock Tree Buf Depth - 2
routability cong. - 0.786
initial antenna violation count - 0
drt wl/cell - 9.46 µm
TritonCTS buffer count - 3
cts-stage hold buffer count - 0
hold path start - transfer_done
Yosys top cell by instances - dfxtp_1
met3 global-route usage - 2.17%
# IOs - 25
Setup-failing EPs final - 0
met1 GRT Util - 4.85%
Switch Pwr - 140 µW
crit path max-delay cell type - dfxtp_1
Starting Density - 15.0%
combinational power share - 19.2%
number of synthesis warnings - 1
Place WS - 381 ps
Crit. End Element - register
Netlist Area Pre-Place - 596 µm²
CP Launch Type - register
setup repair bufs after CTS - 0
Root Driver - clkbuf_8
RSZ-0062 raised after global routing - false
clock-pin slew on the worst setup and hold paths - 50 ps
post-synthesis cell count - 68
yosys cell count - 68
tool warning count - 43
RR Endpoint - fifo_count[2]
via count - 522
Final Max Tran Viols - 0
R2R Path Start - state[1]
Rows - 23
peak supply drop - 0.000230 V
CTS Sinks - 12
asr flop ratio synth - 0%
crit path DAT - 2120 ps
TritonCTS clock tree - yes
initial DRC count - 25
crit path launch - state[1]
syn_area_per_cell - 8.76 µm²
critical path's largest stage delay - 490 ps
cell taking the most area after synthesis - dfxtp_1
Setup Total Neg Slack - 0 ps
Achievable Freq - 512 MHz
Max Cap Violations - 0
DRT Wirelength - 1.18 mm
synth-to-layout area growth - 25.8%
Final HPWL DP - 803 µm
worst-margin pin slew - 447 ps
final instance area - 749 µm²
switching share of power - 26.1%
post-cts sizing count - 0
Clock Power Share - 36.1%
CP Data Required Time - 2470 ps
Cell area leaders - dfxtp_1 (34%), edfxtp_1 (10%), a21oi_1 (5.0%), nor2_1 (5.0%), nand2_1 (3.8%)
number of unique standard cell types used by synthesis - 31
number of port buffers - 6
critical path cell sequence - nor2b_4, nand2_1, xnor2_1, ha_1, o21ai_0, o211ai_1, or3_1, a21oi_2
M2 GR Usage - 4.04%
Setup CP Type - reg -> reg
first-pass GRT wire length - 2.01 mm
largest net degree at the start of global routing - 16
crit path max fanout - 9
top cells by count - dfxtp_1 (10), nor2_1 (8), a21oi_1 (6), nand2_1 (6), o21ai_0 (3)
Tmin final - 1950 ps
Worst-Skew Late Latency - 240 ps
Core Region - 0.00397 mm²
Placed Area - 704 µm²
width of the die - 84 µm
post-route ant nets - 0
grt ovf - 0
worst min-delay path category - reg -> reg
count of final hold-check violations - 0
vias per inst - 4.18
total track usage - 3.33%
Slew Limit Headroom - 70.1%
Leakage Power - 0.250 nW
final worst path period share - 84.9%
register area share after synthesis - 43.7%
Worst Clk Skew - 5.11 ps
Post-synth EDFFs - 2
Worst Hold Path EP - transfer_done
Yosys Chip Area - 596 µm²
Top FF cell, synth - dfxtp_1
R2R Setup Slk - 350 ps
cell depth of the worst hold path - 2
final setup margin - 347 ps
die area - 0.00706 mm²
critical path, delay by kind of cell, from the launching register on:
kind,cells,cell delay (ps)
AND-OR/OR-AND,3,390
XOR/XNOR,1,130
adder cells (fa/ha/maj),1,190
flip-flops,1,490
AND/OR/NAND/NOR,3,680
registers in the layout, indices dropped and copies added, names as in the netlist:
signal	count
state	3
dack	1
fifo_count	4
delay_cycles_counter	2
hrq	1
transfer_done	1
metal layers:
metal | part of all wire (%) | wire length, µm
met3 | 8.5 | 100
met1 | 53 | 630
met4 | 1.0 | 12
met5 | 0 | 0
met2 | 37 | 440
how the worst max path moves through the flow:
stage	endpoint	depth (start not counted)
4_1_cts	fifo_count[2]	8
6_report	fifo_count[2]	8
5_1_grt	fifo_count[2]	8
final cells by class:
class | instances | area, µm²
fill | 439 | 3220
multi-input combinational | 50 | 307
sequential | 12 | 260
timing repair buffer | 7 | 67.6
tap | 50 | 62.6
clock buffer | 3 | 41.3
inverter | 2 | 7.51
clock inverter | 1 | 3.75
cells in the final DEF, fill, tap and decap left out, drive strengths merged, types with 2 or more instances in the layout:
master         Yosys  layout
xnor2              2       2
dfxtp             10      10
a21oi              7       7
or3                2       2
inv                2       2
clkdlybuf4s50      0       6
clkbuf             1       3
nor2               9       9
edfxtp             2       2
o22ai              2       2
nand2              6       6
o211ai             2       2
nand2b             2       2
nor3               2       2
o21ai              4       4
stage by stage:
stage / hold WS (ps) / cells / util, % / total power, mW
3_3_place_gp: 450 / 121 / 17.7 / 0.342
4_1_cts: 474 / 125 / 18.9 / 0.541
2_1_floorplan: 413 / 68 / - / 0.319
5_1_grt: 504 / 125 / 18.9 / 0.566
3_5_place_dp: 460 / 121 / 17.7 / 0.344
6_report: 470 / 125 / 18.9 / 0.536
power groups by stage:
| stage | registers (mW) | logic [mW] | clock network (mW) |
|---|---|---|---|
| 4_1_cts | 0.239 | 0.102 | 0.199 |
| 5_1_grt | 0.241 | 0.114 | 0.210 |
| 6_report | 0.240 | 0.103 | 0.194 |
logic make-up (layout without fill, tap and decap cells):
logic type,count (synthesis),count (layout),share of synthesized area (%)
and+or+nand+nor,28,28,26.3
AOI/OAI and AO/OA,18,18,18.3
DFF,12,12,43.7
buffers and inverters,6,13,4.83
xor gates and xnor gates,2,2,2.94
adders and majority gates,1,1,2.10
muxes,1,1,1.89
Power is estimated from default activity; no workload was simulated.
