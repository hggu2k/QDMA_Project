## ./run.sh

```bash
#!/bin/bash
# OpenROAD 26Q1-2900-gdf79404cd8, Yosys 0.63+post, stock flow scripts
make -C /OpenROAD-flow-scripts/flow DESIGN_CONFIG=/design/flow/config.mk WORK_HOME=/design/flow/orfs finish
```

## ./config.mk

```make
export PLATFORM = sky130hd
export DESIGN_NAME = processor
export DESIGN_NICKNAME = processor
export VERILOG_FILES = /design/flow/design.v
export SDC_FILE = /design/flow/constraint.sdc
export NUM_CORES = 4
export LEC_CHECK = 1
export CORE_AREA = 10 10 70 70
export DIE_AREA = 0 0 80 80
```

## ./constraint.sdc

```tcl
current_design processor

set clk_period 1.5
set clk_io_pct 0.2

create_clock -name clk0 -period $clk_period [get_ports {clk}]

set non_clock_inputs [all_inputs -no_clocks]
set_input_delay [expr $clk_period * $clk_io_pct] -clock clk0 $non_clock_inputs
set_output_delay [expr $clk_period * $clk_io_pct] -clock clk0 [all_outputs]
```

## ./design.v

```verilog
module processor (
    input wire clk,
    input wire rst,
    input wire DMA_req,          
    output reg drq,              
    input wire hrq,              
    output reg start_transfer,   
    input wire dack,             
    input wire transfer_done    
);
reg [1:0] state;
parameter NORMAL = 2'b00, HOLD_REQ = 2'b01, HOLD = 2'b10;
always @(posedge clk ) begin
    if(rst) begin
        drq <= 0;
        start_transfer <=0;
        state <= NORMAL;
    end
    else begin
        case (state)
            NORMAL: begin
                if(DMA_req == 1'b1 && transfer_done == 1'b0) begin
                    drq <= 1'b1;
                    state <= HOLD_REQ;
                end 
                else begin
                    drq <= 1'b0;
                    state <= NORMAL;
                end
            end 
            HOLD_REQ: begin
                if(hrq == 1'b1) begin
                    start_transfer <= 1'b1;
                    state <= HOLD;
                end
            end
            HOLD: begin
                if(dack == 1'b1 && transfer_done == 1'b0) begin
                    state <= HOLD;
                end
                else if(transfer_done == 1'b1)
                    state <= NORMAL;
            end
            default: state <= NORMAL;
        endcase
    end
end
endmodule
```

==> reports/metrics.yaml <==
postCtsSetupRepairBufs: 0
ys_types: 9
htreeDepth: 1
place_congestion: 0.644
numPortBuffers: 6
ys_ff: 5
overflow: 0
clk_pin_slew_ns: 0.05
path_cells: "clkdlybuf4s50_1"
grt_pass1_wl_um: 876
clock-sinks: 5
antennaDiodeCount: 0
maxSlewHeadroom: 0.864
intPower_uw: 262
clock_power_share: 0.465
critPathBufInv: 1
post_drt_wl_per_cell_um: 6.62
fin_crit_sh: 0.903
hold_class: "flip-flop to flip-flop"
p_total_uw: 331
initialDrtViolationCount: 2
vias_per_cell: 2.23
arrival_ns: 1.05
vias: 165
slowest_stage: "clkdlybuf4s50_1"
grt_pass1_vias: 185
drc: 0
die_y_um: 80
clockBufferDepth: 2
boundaryPins: 8
ys_seq_frac: 0.530
ys_chip_area_um2: 189
fp-utilization: 0.0553
hold_ws_ns: 0.475
skew_ns: 0.00669
final_hold_viol_count: 0
die_w_um: 80
setup_viol: 0
cts_root_buf: "clkbuf_4"
cts_made_buffers: 3
drt_pass1_iterations: 3
fmaxAchievable_mhz: 738
final_cells: 74
critPathMaxFanout: 2
crit_type: "flip-flop to output pin"
start_kind: "flip-flop"
dieArea_um2: 6400
status: "completed"
antenna_found_initial: 0
fin_crit_ns: 1.35
routed_wl_um: 490
power_density_nw_per_um2: 996
postLayoutSetupSlackWorst_ns: 0.145
worstMarginPinSlew_ns: 0.203
core_um2: 3420
antenna_left: 0
drive_above_1_share: 0.179
grt_max_degree: 6
cts_hold_buffers: 0
netlist_instances: 18
dp.cells: 70
seqPwrFrac: 0.438
warning_count: 26
cts_tree: "yes"
postSynthAreaPerCell_um2: 10.5
maxCapViolCount: 0
netlist_area_um2: 189
p_sw_frac: 0.209
endpoint_kind: "output pin"
slew_viol_final: 0
critical_path.top_delay_family: "buffers and inverters"
rsz0062_at_grt: "no"
leakage_nw: 0.111
yosys_warnings: 1
combinationalPowerShare: 0.098
synthToLayoutAreaGrowth_pct: 76.2
dp_hpwl_um: 400
dp_slack_ns: 0.320
rows: 21
power.switching_uw: 69.4
post_cts_resize_count: 0
worstPathRequired_ns: 1.20
yosys_cells: 18
clk_latency_ns: 0.24
peakVddDrop_mv: 0.719
track_usage: 0.0172
setup_tns_ns: 0
max_stage_delay_ns: 0.48
[state kept, by name, indices dropped and copies added (netlist names)]
name            flops
drq                 1
state               3
start_transfer      1
[worst min-delay path, delay by kind of cell, from the launching register on]
| family | cells | cell delay (ns) |
|---|---|---|
| AOI/OAI and AO/OA | 1 | 0.06 |
| DFF | 1 | 0.31 |
| and+or+nand+nor | 1 | 0.06 |
[routing by layer]
layer	routed length, um	track usage
met1	252	0.0207
met2	141	0.0209
met3	90	0.0170
met4	6	0.00352
met5	0	0
[kinds of logic after synthesis]
family          Yosys count  synth area share
simple gates              7             0.278
compound gates            6             0.192
flops                     5             0.530
[worst paths after layout]
check,slack [ns],endpoint,start,cells past startpoint
worst max-delay path,0.15,drq,drq,1
worst min-delay path,0.48,state[1],state[1],2
worst max register to register,0.79,drq,state[0],2
worst min register to register,0.48,state[1],state[1],2
[area by class of cell]
class	count	area, um^2
clock buffer	4	26.3
timing repair buffer	6	60.1
tap	46	57.6
multi-input combinational	13	88.8
fill	407	3080
sequential	5	100
[cell usage in the layout, fill, tap and decap left out]
cell type	netlist	layout
nor2_1	1	1
nor2b_1	1	1
o21bai_1	1	1
nand2b_1	3	3
nand2_1	1	1
nand3b_4	1	1
clkdlybuf4s50_1	0	6
clkbuf_1	0	1
clkbuf_4	0	3
a21oi_2	1	1
a21oi_1	4	4
dfxtp_1	5	5
[power groups by stage]
stage	clock, mW	sequential, mW	combinational (mW)
CTS	0.158	0.145	0.0327
global route	0.171	0.146	0.0359
finish	0.154	0.145	0.0324
[cell usage after synthesis]
| cell type | count | share of area |
|---|---|---|
| dfxtp_1 | 5 | 0.53 |
| a21oi_1 | 4 | 0.11 |
| nand2b_1 | 3 | 0.099 |
| a21oi_2 | 1 | 0.046 |
| nand2_1 | 1 | 0.020 |
| nand3b_4 | 1 | 0.11 |
| nor2_1 | 1 | 0.020 |
| nor2b_1 | 1 | 0.033 |
| o21bai_1 | 1 | 0.040 |
[metrics by stage]
stage          instance area, um^2    util
4_1_cts                        333  0.0974
2_1_floorplan                  189       -
3_3_place_gp                   307  0.0897
5_1_grt                        333  0.0974
6_report                       333  0.0974
3_5_place_dp                   307  0.0897
