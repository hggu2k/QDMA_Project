**./design.v**
```verilog
module qdma_block_transfer (
    input wire clk,                            
    input wire rst,                            
    input wire drq,                 
    output reg hrq,                 
    input wire start_transfer,      
    output reg dack,                
    input [1:0] transfer_type,      
    input [2:0] src_module,         
    input [2:0] dest_module,        
    input [4:0] src_address,        
    input [4:0] dest_address,       
    input [4:0] words,              
    output reg transfer_done        
);
reg [7:0] memory0 [0:31];
reg [7:0] memory1 [0:31];
reg [7:0] memory2 [0:31];
reg [7:0] memory3 [0:31];
reg [7:0] memory4 [0:31];
reg [7:0] memory5 [0:31];
reg [7:0] memory6 [0:31];
reg [7:0] memory7 [0:31];
reg [7:0] peripheral0 [0:31];
reg [7:0] peripheral1 [0:31];
reg [7:0] peripheral2 [0:31];
reg [7:0] peripheral3 [0:31];
reg [7:0] peripheral4 [0:31];
reg [7:0] peripheral5 [0:31];
reg [7:0] peripheral6 [0:31];
reg [7:0] peripheral7 [0:31];
parameter DELAY_CYCLES = 2;    
parameter FIFO_DEPTH = 8;      
reg [7:0] fifo [0:FIFO_DEPTH-1];
reg [3:0] fifo_wr_ptr, fifo_rd_ptr;
reg [3:0] fifo_count;
reg [4:0] src_addr, dest_addr;           
reg [4:0] words_to_be_transferred;       
reg [2:0] state;                         
reg [1:0] delay_cycles_counter;          
parameter DMA_REQ = 3'b000, IDLE = 3'b001, READ = 3'b010, TRANSFER = 3'b011, DELAY = 3'b100, DONE = 3'b101;
initial begin
    fifo_wr_ptr = 0;
    fifo_rd_ptr = 0;
    fifo_count = 0;
    src_addr = 0;
    dest_addr = 0;
    state = DMA_REQ;
    delay_cycles_counter = 0;
    transfer_done = 0;
end
always @(posedge clk) begin
    if (rst) begin
        state <= DMA_REQ;
        src_addr <= 0;
        dest_addr <= 0;
        delay_cycles_counter <= 0;
        fifo_wr_ptr <= 0;
        fifo_rd_ptr <= 0;
        fifo_count <= 0;
        transfer_done <= 0;
        words_to_be_transferred <= 0;
    end else begin
        case(state)
            DMA_REQ: begin
                if (drq == 1'b1) begin
                        hrq <= 1'b1;
                        state <= IDLE;
                    end
                else begin
                    hrq <= 1'b0;
                end
            end
            IDLE: begin
                if (start_transfer) begin
                    dack <= 1'b1;
                    src_addr <= src_address;
                    dest_addr <= dest_address;
                    words_to_be_transferred <= words;
                    state <= READ;
                end
                else begin
                    dack <= 1'b0;
                end
            end
            READ: begin
                if(dack == 1'b1 && words_to_be_transferred > 0) begin
                    if (transfer_type == 2'b00) begin
                        case (src_module)
                            3'b000 : fifo[fifo_wr_ptr] <= memory0[src_addr]; 
                            3'b001 : fifo[fifo_wr_ptr] <= memory1[src_addr]; 
                            3'b010 : fifo[fifo_wr_ptr] <= memory2[src_addr]; 
                            3'b011 : fifo[fifo_wr_ptr] <= memory3[src_addr]; 
                            3'b100 : fifo[fifo_wr_ptr] <= memory4[src_addr]; 
                            3'b101 : fifo[fifo_wr_ptr] <= memory5[src_addr]; 
                            3'b110 : fifo[fifo_wr_ptr] <= memory6[src_addr]; 
                            3'b111 : fifo[fifo_wr_ptr] <= memory7[src_addr]; 
                        endcase
                    end else begin
                        case (src_module)
                            3'b000 : fifo[fifo_wr_ptr] <= peripheral0[src_addr]; 
                            3'b001 : fifo[fifo_wr_ptr] <= peripheral1[src_addr]; 
                            3'b010 : fifo[fifo_wr_ptr] <= peripheral2[src_addr]; 
                            3'b011 : fifo[fifo_wr_ptr] <= peripheral3[src_addr]; 
                            3'b100 : fifo[fifo_wr_ptr] <= peripheral4[src_addr]; 
                            3'b101 : fifo[fifo_wr_ptr] <= peripheral5[src_addr]; 
                            3'b110 : fifo[fifo_wr_ptr] <= peripheral6[src_addr]; 
                            3'b111 : fifo[fifo_wr_ptr] <= peripheral7[src_addr]; 
                        endcase
                    end
                    if (fifo_wr_ptr == FIFO_DEPTH - 1)    
                        fifo_wr_ptr <= 0;             
                    else
                        fifo_wr_ptr <= fifo_wr_ptr + 1;  
                    fifo_count <= fifo_count + 1;    
                    state <= TRANSFER;
                end
            end
            TRANSFER: begin
                if (fifo_count > 0) begin
                        case (dest_module)
                            3'b000 : memory0[dest_addr] <= fifo[fifo_rd_ptr]; 
                            3'b001 : memory1[dest_addr] <= fifo[fifo_rd_ptr]; 
                            3'b010 : memory2[dest_addr] <= fifo[fifo_rd_ptr];
                            3'b011 : memory3[dest_addr] <= fifo[fifo_rd_ptr]; 
                            3'b100 : memory4[dest_addr] <= fifo[fifo_rd_ptr]; 
                            3'b101 : memory5[dest_addr] <= fifo[fifo_rd_ptr]; 
                            3'b110 : memory6[dest_addr] <= fifo[fifo_rd_ptr]; 
                            3'b111 : memory7[dest_addr] <= fifo[fifo_rd_ptr]; 
                        endcase
                    if (fifo_rd_ptr == FIFO_DEPTH - 1)     
                        fifo_rd_ptr <= 0;                 
                    else 
                        fifo_rd_ptr <= fifo_rd_ptr + 1;   
                    fifo_count <= fifo_count - 1;     
                    src_addr <= src_addr + 1;
                    dest_addr <= dest_addr + 1;
                    words_to_be_transferred <= words_to_be_transferred - 1;  
                    state <= DELAY;
                end else begin
                    state <= IDLE;
                end
            end
            DELAY: begin
                if (delay_cycles_counter < DELAY_CYCLES) begin
                    delay_cycles_counter <= delay_cycles_counter + 1;
                    state <= DELAY;
                end
                else if (words_to_be_transferred > 0) begin
                    delay_cycles_counter <= 0;
                    state <= READ;
                end
                 else begin
                    delay_cycles_counter <= 0;
                    state <= DONE;
                end
            end
            DONE: begin
                transfer_done <= 1'b1;
                state <= DONE;
            end
            default: state <= DMA_REQ;
        endcase
    end
end
endmodule
```
**./run.sh**
```bash
#!/bin/bash
# OpenROAD 26Q1-2900-gdf79404cd8, Yosys 0.63+post, stock flow scripts
make -C /OpenROAD-flow-scripts/flow DESIGN_CONFIG=/design/flow/config.mk WORK_HOME=/design/flow/orfs finish
```
**./config.mk**
```make
export PLATFORM = sky130hd
export DESIGN_NAME = qdma_block_transfer
export DESIGN_NICKNAME = qdma_block_transfer
export VERILOG_FILES = /design/flow/design.v
export SDC_FILE = /design/flow/constraint.sdc
export NUM_CORES = 4
export LEC_CHECK = 1
export CORE_AREA = 10 10 81 81
export DIE_AREA = 0 0 91 91
```
**./constraint.sdc**
```tcl
current_design qdma_block_transfer

set clk_period 2.1
set clk_io_pct 0.2

create_clock -name clk0 -period $clk_period [get_ports {clk}]

set non_clock_inputs [all_inputs -no_clocks]
set_input_delay [expr $clk_period * $clk_io_pct] -clock clk0 $non_clock_inputs
set_output_delay [expr $clk_period * $clk_io_pct] -clock clk0 [all_outputs]
```
==> GITHUB_STEP_SUMMARY <==
### Flow metrics

| Metric | Value |
|---|---|
| Commonest flop | `dfxtp_1` |
| Crit path DAT | `2000 ps` |
| Period utilization | `89.0%` |
| Final core utilization | `27.1%` |
| Clk slew on worst S/H paths | `70 ps` |
| Drt via density | `4.30` |
| Sequential cell area fraction in the yosys report | `34.1%` |
| Area Growth Syn to Fin | `23.7%` |
| Cells in synth_stat.txt | `115` |
| Log Warnings | `43` |
| IO Pins | `30` |
| Max-slew headroom | `68.6%` |
| Final setup TNS | `0 ps` |
| Min-delay src | `transfer_done` |
| Maximum fanout along the worst path | `8` |
| Die width | `91 microns` |
| Min Hold Slack | `477 ps` |
| Worst reg2reg path depth | `7` |
| Die Size | `8280 sq um` |
| Status | `completed` |
| CP Capture Type | `flip-flop` |
| Fmax achieved | `0.535 GHz` |
| Most frequently placed logic cells in the final layout | `dfxtp_1, a21oi_1, nor2_1, clkdlybuf4s50_1, o21ai_0` |
| PortBufs | `11` |
| Reg2reg start | `state[0]` |
| Max cap viols | `0` |
| Required time worst endpoint | `2240 ps` |
| XORs/XNORs by Area | `0.829%` |
| YS chip area | `1060 sq um` |
| Area of the core | `4820 sq um` |
| Comb area leader | `simple AND/OR/NAND/NOR gates` |
| P_leak | `0.479 nW` |
| Final Hold Vio Count | `0` |
| Synth Area in Compound Gates | `21.3%` |
| Post-layout min period | `1870 ps` |
| Mux share | `5.09%` |
| Number of enable flip-flop cells | `2` |
| First-pass DRT Iterations | `4` |
| Cts hold-fix bufs | `0` |
| Top cells, area | `dfxtp_1, a21oi_1, edfxtp_1, nor4b_4, nor2_1` |
| Crit path kind | `flip-flop to flip-flop` |
| CTS tree | `built` |
| FF-to-FF End | `fifo_count[3]` |
| Final Wtd Congestion | `0.820` |
| Clock skew | `2.81 ps` |
| Grt ovf | `0` |
| Vias | `843` |
| Fp_density | `21.9%` |
| Total CTS buffers | `3` |
| Cell count after synthesis | `115` |
| Share of cells above drive strength 1 | `17.1%` |
| Cell taking the most area after synthesis | `dfxtp_1` |
| Vias in the first global route | `789` |
| YS warnings | `1` |
| Final ANT Viol Nets | `0` |
| Max-slew violation count | `0` |
| Min-delay worst type | `flip-flop to flip-flop` |
| First-pass GRT wire length | `3820 microns` |
| Simple-gate share of the synthesized area | `28.6%` |
| Antenna violations before repair | `0` |
| Mean Syn Cell Area | `9.18 sq um` |
| Clk root buf | `clkbuf_8` |
| CTS Sinks | `17` |
| Critical path startpoint category | `flip-flop` |
| RSZ-0062 raised after global routing | `no` |
| Post-DP Area | `1260 sq um` |
| Unique cell types | `44` |
| Total Routing Usage GR | `5.45%` |
| # Post-CTS Setup Buffers | `0` |
| Clk latency late pin | `250 ps` |
| PwrDens | `578 nW/um^2` |
| Ys flops | `17` |
| Total wire length | `2220 microns` |
| Largest net degree at the start of global routing | `16` |
| Post-route design area | `1310 sq um` |
| Site Rows | `25` |
| Die height | `91 microns` |
| # diodes | `0` |
| Max-area cell share | `28.4%` |
| PostCTS Resize Cnt | `0` |
| Highest-count logic cell in the final layout | `dfxtp_1` |
| Count of final setup violators | `0` |
| Post-synth ARST share | `0%` |
| HPWL after detailed placement | `1680 microns` |
| Maximum vdd drop | `0.404 mV` |
| Drc violations | `0` |
| Synth Cell Area | `1060 sq um` |
| FF-to-FF setup slack | `230 ps` |
| Fa+ha+maj area frac | `5.45%` |
| Initial DRC Count | `88` |
| WHS Endpoint | `transfer_done` |
| Routed wire per std cell | `11.3 microns` |
| Worst hold path depth | `2` |
| Htree depth | `1` |
| Worst slew pin tran | `468 ps` |
| Clock Path Buffers | `2` |
## layout make-up
class | count | area, sq um
Tap cell | 67 | 83.8
Clock buffer | 4 | 45.0
Timing Repair Buffer | 16 | 148
Fill cell | 530 | 3510
Sequential cell | 17 | 360
Multi-Input combinational cell | 86 | 647
Inverter | 6 | 22.5
## power breakdown
part	internal, W	total [W]	switching, W
Clock	0.000134	0.000243	0.000109
Combinational	0.0000750	0.000154	0.0000791
Sequential	0.000343	0.000358	0.0000143
## how the worst max path moves through the flow
stage / start / end / slack, ps
after CTS: state[0] / fifo_count[3] / 200
final: state[0] / fifo_count[3] / 230
after global routing: state[0] / fifo_count[3] / 70
## cells by family after synthesis
logic type	count (synthesis)
AND/OR/NAND/NOR	42
AND-OR/OR-AND	34
flip-flops	17
buffers and inverters	12
multiplexers	5
adder cells (fa/ha/maj)	4
XOR/XNOR	1
## Yosys cell counts, types with 3 or more instances
master and instances:
dfxtp_1 15, a21oi_1 12, nor2_1 11, o21ai_0 8, nand2_1 7, inv_1 5
a21o_1 4, nand3_1 4, ha_1 3
## metal layers
layer  vias to the layer above  wire length (microns)  GRT usage, %
met4                         0                     17         0.392
li1                        445                      -             -
met3                         2                     72          1.49
met5                         -                      0             0
met2                        16                    934          7.34
met1                       380                   1190          8.72
## through the flow
step | setup WS, ps | std cells | total power (W)
detailed placement | 212 | 192 | 0.000520
global route | 69.6 | 196 | 0.000804
CTS | 200 | 196 | 0.000764
finish | 232 | 196 | 0.000755
floorplan | 124 | 115 | 0.000472
global placement | 225 | 192 | 0.000518
## worst max-delay path: stages (launching register included)
cell and delay [ps]:
dfxtp_1 380, nand3b_4 150, inv_2 100, ha_1 230, a21o_1 170, a21oi_1 170, mux2i_1 230, mux2_1 330
## state kept, by name, summed over array words and instances, names as in the netlist
| register | flops |
|---|---|
| words_to_be_transferred | 5 |
| state | 3 |
| dack | 1 |
| hrq | 1 |
| transfer_done | 1 |
| fifo_count | 4 |
| delay_cycles_counter | 2 |
Power and IR drop assume default switching activity.
